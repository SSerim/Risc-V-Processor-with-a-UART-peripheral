[./design.v]
module RISCV_ALU 
    (
	    input  [31:0] A, B,
        input  [3:0]  ALUControl,
        output reg [31:0] Result
    );
localparam ADD=4'b0000,
		  SUB=4'b0001,
		  AND=4'b0010,
		  OR=4'b0011,
		  XOR=4'b0100,
		  SLL=4'b0101,
		  SRL=4'b0110,
		  SRA=4'b0111,
		  SLT=4'b1000,
		  SLTU=4'b1001;
always@(*) begin
	case(ALUControl)
		ADD:begin
			Result = A + B;
		end
		SUB:begin
			Result = A - B;
		end
		AND:begin
			Result = A & B;
		end
		OR:begin
			Result = A | B; 
		end
		XOR:begin
			Result = A ^ B;
		end
		SLL:begin
            Result = A << B[4:0];
        end
		SRL:begin
            Result = A >> B[4:0];   
        end
		SRA:begin
			Result = $signed(A) >>> B[4:0]; 
		end
		SLT:begin
			Result = ($signed(A) < $signed(B)) ? 32'd1 : 32'd0;
		end
		SLTU:begin
			Result = (A < B) ? 32'd1 : 32'd0;
		end
		default:begin
		Result = 32'd0;
		end
	endcase
end
endmodule	 
[./run.sh]
#!/bin/bash
# OpenROAD 26Q1-2900-gdf79404cd8, Yosys 0.63+post, stock flow scripts
make -C /OpenROAD-flow-scripts/flow DESIGN_CONFIG=/design/flow/config.mk WORK_HOME=/design/flow/orfs finish
[./config.mk]
export PLATFORM = sky130hd
export DESIGN_NAME = RISCV_ALU
export DESIGN_NICKNAME = RISCV_ALU
export VERILOG_FILES = /design/flow/design.v
export SDC_FILE = /design/flow/constraint.sdc
export NUM_CORES = 4
export LEC_CHECK = 1
export CORE_UTILIZATION = 50
[./constraint.sdc]
current_design RISCV_ALU

set clk_period 16.3
set clk_io_pct 0.2

create_clock -name clk0 -period $clk_period

set non_clock_inputs [all_inputs -no_clocks]
set_input_delay [expr $clk_period * $clk_io_pct] -clock clk0 $non_clock_inputs
set_output_delay [expr $clk_period * $clk_io_pct] -clock clk0 [all_outputs]
==> Changelog: implementation <==
## Flow update

- Area Overhead vs Synth: 11.86%
- XOR Share, Synth: 0.02115
- Arrival @ worst endpoint: 8130 ps
- ANT cells: 0
- Final hold violation count: 0
- Post-Synth AOI/OAI Area: 0.3590
- Crit share post-route: 0.6990
- Initial core utilization: 0.5175
- Run status: complete, no violations
- Die X: 130.7 um
- Worst VDD drop: 23.35 uV
- Largest net degree at the start of global routing: 79
- Fin crit period: 11390 ps
- HP Class: in2out
- Gpl congestion: 1.049
- Final worst slack: 4906 ps
- DRC: 0
- P per Cell Area: 35.30 nW/um^2
- DR vias: 10220
- Initial antenna violation count: 0
- Largest cells by area after synthesis: ha_1, mux4_2, o21ai_0, mux2i_1, a21oi_1
- First-pass GRT wire length: 53280 um
- Row Count: 46
- Vias in the first global route: 8809
- Startpoint Class: input port
- Resized Gates After CTS: 0
- Final HPWL DP: 28360 um
- Flop count: 0
- Yosys top cell by area: ha_1
- Final ANT Viol Nets: 0
- OpenROAD warnings: 99
- Setup TNS: 0 ps
- Clk pwr share: 0
- Yosys Chip Area: 8280 um^2
- Synthesized area per cell: 6.727 um^2
- Core Region: 16000 um^2
- Post-Synth Simple-Gate Area: 0.2085
- Post-synth cell types: 75
- Hold buffer count at cts: 0
- Synth Area in Adders: 0.1529
- Die ar.: 17080 um^2
- MaxCap Viol Count: 0
- Kind of critical path: in2out
- Combinational group share of total power: 1.000
- Pre-antenna DRT Iters: 5
- Finish-stage setup viols: 0
- IO Port Bufs: 100
- P_sw: 196.5 uW
- Initial DRC count: 1381
- GRT Resource Usage Total: 0.4278
- Fmax: 87.77 MHz
- Pleak: 0.003863 uW
- Height of the die: 130.7 um
- Mux area share: 0.1661
- Average wire per standard cell: 24.78 um
- Yosys warning tally: 1
- CP max FO: 43
- Via/cell ratio: 6.963
- Global route overflow: 0
- IO Count: 100
- WP data required: 13040 ps
- Sequential power share: 0
- Ys cells: 1231
- Synthesized area: 8280 um^2
- Register area share after synthesis: 0
- Unrepaired setup endpoints after global routing: no
- Int Pwr: 130.5 uW
- Share of cells above drive strength 1: 0.06315
- Cells after Synth: 1231
- Worst slew pin tran: 928.2 ps
- Sw frac: 0.6009
- Dpl ws: 5024 ps
- Area taken by flip-flops and latches: 0 um^2
- Clock buffer count: 0
- Pins over their slew limit: 0
- Worst rel slew slack: 0.3652
- CP endpoint kind: output pin
- Main logic family: AND-OR/OR-AND gates
- Final WL: 36360 um
- Post-CTS setup buffers: 0
- Top-area cell share: 0.1481
==> worst max-delay path, cell delays in order <==
cell             delay [ps]
clkdlybuf4s50_1         450
buf_4                   400
clkinv_1                650
ha_1                    620
nor3b_1                 240
o31ai_1                 140
a21oi_1                 230
o211ai_1                190
o211a_1                 340
o21bai_1                470
o21ai_0                 180
xnor2_1                 150
o221ai_1                250
clkdlybuf4s50_1         510
==> layout make-up <==
| class | count | area, um^2 |
|---|---|---|
| tap | 216 | 270.3 |
| fill | 1572 | 6738 |
| inverter | 96 | 360.3 |
| timing repair buffer | 117 | 1106 |
| multi-input combinational | 1038 | 7526 |
==> through the flow <==
stage / util / instances / hold slack [ps] / area [um^2] / total power, uW
after detailed placement: 0.5789 / 1467 / 7566 / 9263 / 314.3
after global routing: 0.5789 / 1467 / 7633 / 9263 / 349.1
after floorplan: - / 1231 / 6691 / 8280 / 200.2
after global placement: 0.5789 / 1467 / 7561 / 9263 / 315.7
final: 0.5789 / 1467 / 7587 / 9263 / 326.9
after CTS: 0.5789 / 1467 / 7566 / 9263 / 316.1
==> per-layer routing <==
metal  wire length [um]  global-route usage  up-vias  part of all wire
met1              15510              0.6332     4775              0.43
li1                   -                   -     4627                 -
met5                 93             0.03824        -            0.0026
met3               4751              0.1153       70              0.13
met2              15120              0.6194      741              0.42
met4                885             0.08925        2             0.024
==> synth_stat cells (8+ instances only) <==
| cell type | instances |
|---|---|
| o22ai_1 | 11 |
| or3_1 | 12 |
| buf_1 | 10 |
| clkbuf_1 | 68 |
| nor2b_1 | 13 |
| o21a_1 | 8 |
| a31oi_1 | 12 |
| nand2b_1 | 16 |
| o31ai_1 | 14 |
| a22oi_1 | 13 |
| ha_1 | 98 |
| nor2_1 | 129 |
| o21ai_0 | 107 |
| mux2i_1 | 53 |
| a211oi_1 | 22 |
| nand3_1 | 21 |
| inv_1 | 92 |
| buf_2 | 14 |
| a211o_1 | 13 |
| a21oi_1 | 98 |
| a21o_1 | 16 |
| o2111ai_1 | 10 |
| mux4_2 | 34 |
| a221oi_1 | 18 |
| o211ai_1 | 27 |
| o21bai_1 | 12 |
| nor4_1 | 8 |
| nand2_1 | 109 |
| nor3_1 | 39 |
| xnor2_1 | 18 |
==> cell usage in the layout, fill, tap and decap left out, types with 8 or more instances in the layout <==
master / synthesis / routed
nor2b_1: 13 / 13
a221oi_1: 18 / 18
o21a_1: 8 / 8
nor4_1: 8 / 8
a21o_1: 16 / 16
nand2_1: 109 / 109
o21ai_0: 107 / 107
nor3_1: 39 / 37
mux4_2: 34 / 34
o2111ai_1: 10 / 10
mux2i_1: 53 / 53
or3_1: 12 / 12
a22oi_1: 13 / 13
nor2_1: 129 / 129
a211o_1: 13 / 13
o21bai_1: 12 / 12
a31oi_1: 12 / 12
xnor2_1: 18 / 18
o31ai_1: 14 / 14
a211oi_1: 22 / 22
ha_1: 98 / 98
o22ai_1: 11 / 11
nand3_1: 21 / 21
nand2b_1: 16 / 16
a21oi_1: 98 / 98
clkdlybuf4s50_1: 0 / 95
inv_1: 92 / 92
buf_4: 4 / 18
o211ai_1: 27 / 27
==> logic make-up after synthesis <==
| logic type | count (synthesis) |
|---|---|
| AND-OR/OR-AND | 447 |
| AND/OR/NAND/NOR | 377 |
| buffers and inverters | 193 |
| adder cells (fa/ha/maj) | 100 |
| multiplexers | 94 |
| XOR/XNOR | 20 |
==> path summary, 6_finish.rpt <==
path	start	endpoint	slack (ps)	cells past startpoint
max	B[4]	Result[22]	4910	14
min	ALUControl[0]	Result[27]	7590	5
==> power groups by stage <==
stage / logic [uW] / registers (uW) / clock network, uW
4_1_cts: 316 / 0 / 0
5_1_grt: 349 / 0 / 0
6_report: 327 / 0 / 0
Power and IR drop assume default switching activity.
